--- flow/design.v ---
module top (
  input      [3:0]    dataIn,
  output     [3:0]    dataOut,
  input               clk,
  input               resetn,
  input               clk_1,
  input               reset,
  input               clk_2,
  input               resetn_1,
  input               clk_3,
  input               reset_1,
  input               clk_4,
  input               resetn_2,
  input               clk_5,
  input               reset_2,
  input               clk_6,
  input               resetn_3,
  input               clk_7,
  input               reset_3
);
  reg        [3:0]    reg_0;
  (* async_reg = "true" *) reg        [3:0]    reg_1;
  (* async_reg = "true" *) reg        [3:0]    reg_2;
  (* async_reg = "true" *) reg        [3:0]    reg_3;
  (* async_reg = "true" *) reg        [3:0]    reg_4;
  (* async_reg = "true" *) reg        [3:0]    reg_5;
  (* async_reg = "true" *) reg        [3:0]    reg_6;
  (* async_reg = "true" *) reg        [3:0]    reg_7;
  assign dataOut = reg_6;
  always @(negedge clk) begin
    if(!resetn) begin
      reg_0 <= 4'b0000;
    end else begin
      reg_0 <= reg_1;
    end
  end
  always @(negedge clk_1) begin
    if(reset) begin
      reg_1 <= 4'b0000;
    end else begin
      reg_1 <= reg_2;
    end
  end
  always @(posedge clk_2) begin
    if(!resetn_1) begin
      reg_2 <= 4'b0000;
    end else begin
      reg_2 <= reg_3;
    end
  end
  always @(posedge clk_3) begin
    if(reset_1) begin
      reg_3 <= 4'b0000;
    end else begin
      reg_3 <= reg_4;
    end
  end
  always @(negedge clk_4 or negedge resetn_2) begin
    if(!resetn_2) begin
      reg_4 <= 4'b0000;
    end else begin
      reg_4 <= reg_5;
    end
  end
  always @(negedge clk_5 or posedge reset_2) begin
    if(reset_2) begin
      reg_5 <= 4'b0000;
    end else begin
      reg_5 <= dataIn;
    end
  end
  always @(posedge clk_6 or negedge resetn_3) begin
    if(!resetn_3) begin
      reg_6 <= 4'b0000;
    end else begin
      reg_6 <= reg_7;
    end
  end
  always @(posedge clk_7 or posedge reset_3) begin
    if(reset_3) begin
      reg_7 <= 4'b0000;
    end else begin
      reg_7 <= reg_0;
    end
  end
endmodule
--- flow/run.sh ---
#!/bin/bash
# OpenROAD 26Q1-2900-gdf79404cd8, Yosys 0.63+post, stock flow scripts
make -C /OpenROAD-flow-scripts/flow DESIGN_CONFIG=/design/flow/config.mk WORK_HOME=/design/flow/orfs finish
--- flow/config.mk ---
export PLATFORM = sky130hd
export DESIGN_NAME = top
export DESIGN_NICKNAME = top
export VERILOG_FILES = /design/flow/design.v
export SDC_FILE = /design/flow/constraint.sdc
export NUM_CORES = 4
export LEC_CHECK = 1
export CORE_AREA = 10 10 92 92
export DIE_AREA = 0 0 102 102
--- flow/constraint.sdc ---
current_design top

set clk_period 1.0
set clk_io_pct 0.2

create_clock -name clk0 -period $clk_period [get_ports {clk}]
create_clock -name clk1 -period $clk_period [get_ports {clk_1}]
create_clock -name clk2 -period $clk_period [get_ports {clk_2}]
create_clock -name clk3 -period $clk_period [get_ports {clk_3}]
create_clock -name clk4 -period $clk_period [get_ports {clk_4}]
create_clock -name clk5 -period $clk_period [get_ports {clk_5}]
create_clock -name clk6 -period $clk_period [get_ports {clk_6}]
create_clock -name clk7 -period $clk_period [get_ports {clk_7}]

set non_clock_inputs [all_inputs -no_clocks]
set_input_delay [expr $clk_period * $clk_io_pct] -clock clk0 $non_clock_inputs
set_output_delay [expr $clk_period * $clk_io_pct] -clock clk0 [all_outputs]
==> results_dict.tcl <==
# place-and-route summary
set metrics [dict create \
    outcome "complete, but fails checks" \
    violations "negative setup slack" \
    rrSetupSlack_ns -0.09 \
    compound_area_share_pct 0 \
    crit_type "flip-flop to flip-flop" \
    die_area_um2 10400 \
    rr_worst_depth 1 \
    ys_seq_share_pct 86.2 \
    grt_use_total_pct 3.46 \
    drc 0 \
    critical-path-slowest-cell "dfrtn_1" \
    hold_path.class "input pin to async pin" \
    nFillCells 695 \
    cp.depth 1 \
    grt_pass1_wl_um 2500 \
    synthTopLogicFamily "simple AND/OR/NAND/NOR gates" \
    ys_sh_simple_pct 12.0 \
    mappedNetlistArea_um2 836 \
    setup_tns_ns -0.290 \
    utilization_pct 22.3 \
    relSlewSlack_pct 88.2 \
    dp.cells 145 \
    drive_gt1_share_pct 25.5 \
    cp_num_buf_inv 0 \
    adder_share_pct 0 \
    grt_max_degree 5 \
    grt_antenna_before_repair 0 \
    regToRegEndpoint "reg_3[1]$_SDFF_PP0_" \
    numSynthFlops 32 \
    p_leak_uw 0.000676 \
    num_vias 510 \
    dp_slack_ns -0.436 \
    n_antenna_cell 0 \
    end_kind "flip-flop" \
    yosys_area_um2 836 \
    crit_chain "nor2b_2" \
    area_growth_pct 72.3 \
    fin_hold_ws_ns 0.177 \
    lay_top_cells "clkbuf_8, dfxtp_1, inv_1" \
    vdd_ir_drop_max_mv 1.18 \
    warning_count 37 \
    mux_share_pct 0 \
    cts_tree "yes" \
    start_kind "flip-flop" \
    yosys_warnings 1 \
    antenna_left 0 \
    fp.coreArea_um2 6460 \
    num_rows 29 \
    ys_cells 52 \
    crit_family "flip-flops" \
    initCoreUtil_pct 12.9 \
    setup_viol 4 \
    die.size.y_um 102 \
    layout.cells.non_filler 175 \
    grt_remaining_overflow 0 \
    report.final.slew_viol_count 0 \
    maxCapViolCount 0 \
    dr.pass1.iters 3 \
    netlist_instances 52 \
    critPathMaxStageDelay_ns 0.31 \
    xor_share_pct 0 \
    critical_path_required_ns 1.10 \
    wl_um 1590 \
    die_w_um 102 \
    wl_per_cell_um 9.10 \
    worstPathMaxFanout 1 \
    clock-sinks 32 \
    hold_viol 0 \
    tightest_slew_ns 0.177 \
    fin_ws_ns -0.0867 \
    drtIter0Drc 4 \
    reg2reg_from "reg_4[1]$_DFF_NN0_" \
    synth_cell_types 6 \
    syn_avg_cell_area_um2 16.1 \
    final_layout_top_logic_cell "clkbuf_8" \
    ios 24 \
    path_clk_slew_ns 0.03 \
    place.gp.congestion 0.706 \
    power.density_nw_per_um2 2920 \
    numPortBuffers 16 \
    cp.arrival_ns 1.19 \
    rsz0062_at_grt "yes" \
    post_drt_via_cell_ratio 2.91 \
    grt_pass1_vias 675 \
]
-- flip-flops by register name, indices dropped and copies added (netlist names) --
signal	count
reg_0	4
reg_4	4
reg_2	4
reg_3	4
reg_7	4
reg_6	4
reg_5	4
reg_1	4
-- metal layers --
| layer | GRT usage, % | routed length [um] |
|---|---|---|
| met5 | 0 | 0 |
| met4 | 5.75 | 143 |
| met2 | 3.65 | 644 |
| met3 | 5.52 | 415 |
| met1 | 1.44 | 390 |
-- worst max-delay path by stage --
stage | startpoint | endpoint | slack (ns)
after CTS | reg_4[2]$_DFF_NN0_ | reg_3[2]$_SDFF_PP0_ | -0.08
after global routing | reg_4[3]$_DFF_NN0_ | reg_3[3]$_SDFF_PP0_ | -0.11
final | reg_4[1]$_DFF_NN0_ | reg_3[1]$_SDFF_PP0_ | -0.09
-- cell type report --
class | instances | area [um2] | share of cell area, %
clock buffer | 24 | 330 | 22.9
timing repair buffer | 16 | 153 | 10.6
tap | 77 | 96.3 | 6.69
inverter | 2 | 7.51 | 0.521
clock inverter | 8 | 30.0 | 2.09
multi-input combinational | 16 | 103 | 7.12
sequential | 32 | 721 | 50.0
-- cells in the mapped netlist --
master / number / area, um2
nor2b_1: 8 / 50.1
and2_1: 8 / 50.1
dfxtp_1: 16 / 320
inv_1: 4 / 15.0
dfrtn_1: 8 / 200
dfrtp_1: 8 / 200
-- power breakdown --
group / leakage [uW] / internal (uW) / switching (uW) / total, uW
registers: 0.000335 / 1340 / 8.17 / 1350
logic: 0.000126 / 47.3 / 25.4 / 72.7
clock network: 0.000215 / 2090 / 693 / 2790
-- stage by stage --
stage                     power [uW]  area [um2]
final                           4210        1440
after global routing            4480        1440
after CTS                       4310        1440
after detailed placement        1510        1090
after global placement          1510        1090
after floorplan                 1440         836
-- cell families (layout without fill, tap and decap cells) --
group,after synthesis,count (layout)
buffers and inverters,4,50
flip-flops,32,32
AND/OR/NAND/NOR,16,16
-- repair_timing --
item / 4_1_cts / 5_1_grt
cloned: 0 / 0
resized: 14 / 1
hold buffers: 0 / 0
setup buffers: 0 / 0
hold endpoints to repair: 0 / 0
endpoints found under the setup margin: 20 / 4
Power is estimated from default activity; no workload was simulated.
