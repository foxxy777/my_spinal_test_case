[flow/config.mk]
export PLATFORM = sky130hd
export DESIGN_NAME = clockdemo
export DESIGN_NICKNAME = clockdemo
export VERILOG_FILES = /design/flow/design.v
export SDC_FILE = /design/flow/constraint.sdc
export NUM_CORES = 4
export LEC_CHECK = 1
export CORE_AREA = 10 10 97 97
export DIE_AREA = 0 0 107 107
[flow/constraint.sdc]
current_design clockdemo

set clk_period 6.4
set clk_io_pct 0.2

create_clock -name clk0 -period $clk_period [get_ports {clk}]

set non_clock_inputs [all_inputs -no_clocks]
set_input_delay [expr $clk_period * $clk_io_pct] -clock clk0 $non_clock_inputs
set_output_delay [expr $clk_period * $clk_io_pct] -clock clk0 [all_outputs]
[flow/design.v]
module clockdemo (
  output reg [31:0]   io_data,
  input               clk,
  input               reset
);
  always @(negedge clk) begin
    if(reset) begin
      io_data <= 32'h0;
    end else begin
      io_data <= (io_data + 32'h00000001);
    end
  end
endmodule
[flow/run.sh]
#!/bin/bash
# OpenROAD 26Q1-2900-gdf79404cd8, Yosys 0.63+post, stock flow scripts
make -C /OpenROAD-flow-scripts/flow DESIGN_CONFIG=/design/flow/config.mk WORK_HOME=/design/flow/orfs finish
==> qor.csv <==
metric,value,unit
required,5.12,ns
viasPerCell,4.40,
placed_cells,293,
largest-register,io_data,
ys_area,0.00149,sq mm
post_cts.repair.setup_buffers,0,
chip_area,0.0114,sq mm
syn_to_final_growth,42.7,%
cts_buffer_depth,2,
worst_hold_path_type,flip-flop to flip-flop,
gr-total-overflow,0,
cap_violations,0,
cts_tree,built,
cts_made_buffers,5,
slowest_delay,0.52,ns
syn-cell-area,0.00149,sq mm
fin_skew,0.0223,ns
initial_core_util,20.5,%
rsz0062_at_grt,false,
wl_per_cell,11.9,um
ant_nets,0,
first_pass_iters,4,
yosysTopAreaCell,dfxtp_1,
root_buffer,clkbuf_8,
cts_sinks,32,
status,"complete, no violations",
hold_viol,0,
warnings,57,
diodes,0,
drt-total-wl,3.94,mm
ys_cells,170,
grt_usage,6.71,%
top_regs,io_data x32,
fin_cells,332,
drtIter0Drc,45,
yosysWarnings,1,
fp.dieW,107,um
io_buffers,33,
critical_path.slowest_cell,clkdlybuf4s50_1,
finalInstanceArea,0.00213,sq mm
critPathTopFamily,buffers and inverters,
drive_gt1_share,6.44,%
gp_congestion,0.750,
grt_start_max_net_pins,32,
grt_antenna_before_repair,0,
ctsResizeCount,0,
crit_arrival,4.55,ns
slew_viol_final,0,
crit_type,flip-flop to output port,
cts_hold_buf,0,
worstSetupStartpointType,flip-flop,
fp.dieH,107,um
slew_headroom,56.5,%
power.leakage,0.000779,uW
yosysSeqAreaShare,42.9,%
path_clk_slew,0.04,ns
ios,34,
ys_ff,32,
dpl_cell_area,0.00190,sq mm
vias,1461,
setup_tns,0,ns
yosys-top-cells-area,"dfxtp_1, o31ai_1, or4_1",
setup_viol,0,
syn_avg_cell_area,8.78,sq um
end_kind,output port,
netlist_instances,170,
rows,31,
worst_ir_drop_vdd,0.121,mV
grt_pass1_wl,6.36,mm
hpwl,2.63,mm
power_density,229,mW/mm^2
htree_num_levels,2,
design.core.area,0.00729,sq mm
path_buffers,1,
drc_errors,0,
synth_cell_type_count,29,
path_cells,clkdlybuf4s50_1,
cp_max_fo,7,
clock.latency.late_pin,0.36,ns
yosysTopAreaCellShare,42.9,%
grt_pass1_vias,1389,
largest_reg_flops,32,
tightest_slew,0.651,ns
cells in the final DEF (no fill, tap or decap):
cell type,instances
o41ai_1,1
inv_1,37
ha_1,1
nand4_2,2
nor4_1,1
or4_1,14
or4b_2,1
clkbuf_8,5
and4_1,2
o31ai_1,14
clkdlybuf4s50_1,33
clkinv_4,1
a21oi_1,18
xnor2_1,5
and2_1,2
or4_4,1
nor2_1,14
and3_1,4
o21ai_0,3
bufinv_16,1
nor2b_1,2
inv_4,1
nor3_1,2
or3_1,3
xor2_1,6
mux2_2,1
nand2_1,7
buf_4,1
dfxtp_1,32
nand4_1,6
or3b_4,1
nand3_1,11
Yosys cell counts:
library cell and instances:
or3_1 3, clkbuf_1 7, mux2_2 1, dfxtp_1 32
nor4_1 1, and2_1 2, o31ai_1 14, inv_1 6
nor2b_1 2, nand3_1 11, or4_1 14, a21oi_1 18
or3b_4 1, ha_1 1, nand4_1 6, xnor2_1 5
buf_6 2, or4b_2 1, nor3_1 2, nand4_2 2
and4_1 2, nand2_1 7, and3_1 4, nor2_1 14
o21ai_0 3, buf_2 1, xor2_1 6, or4_4 1
o41ai_1 1
final cells by class:
cell class,instances,area (sq um)
Fill cell,804,5160
Multi-Input combinational cell,122,776
Sequential cell,32,641
Timing Repair Buffer,34,338
Clock inverter,35,165
Tap cell,99,124
Clock buffer,5,68.8
Inverter,5,18.8
stage by stage:
stage	total power, uW	setup WS [ns]	utilization [%]	hold WS [ns]
after detailed placement	249	0.850	26.1	0.434
after global placement	248	0.863	26.1	0.422
after CTS	501	0.550	29.2	0.448
final	488	0.573	29.2	0.448
after global routing	525	0.515	29.2	0.468
after floorplan	242	1.48	-	0.398
worst paths after layout:
check,start,endpoint,slack (ns),cells past startpoint
min,io_data[0],io_data[0],0.45,1
max reg2reg,io_data[2],io_data[29],4.09,4
min reg2reg,io_data[0],io_data[0],0.45,1
max,io_data[7],io_data[7],0.57,1
routing by layer:
metal  GRT usage [%]  vias up  wire (um)
met5               0        -          0
met4            2.22        0         34
met3            4.79        4        432
met2            9.35       39       1680
met1            7.93      668       1790
li1                -      750          -
logic make-up after synthesis:
| family | share of synthesized area, % |
|---|---|
| buf+inv | 5.11 |
| xor+xnor | 6.45 |
| compound gates | 14.7 |
| simple gates | 29.3 |
| mux | 0.754 |
| flops | 42.9 |
| fa+ha+maj | 0.838 |
where the power goes:
part | total [uW] | internal [uW] | leakage, uW | switching [uW]
registers | 204 | 203 | 0.000258 | 1.64
clock network | 274 | 143 | 0.000229 | 131
logic | 9.86 | 5.04 | 0.000291 | 4.81
total | 488 | 351 | 0.000779 | 137
No activity file was given, so power comes from the tool's default toggle rates.
